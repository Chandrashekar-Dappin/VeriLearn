--- flow/config.mk ---
export PLATFORM = sky130hd
export DESIGN_NAME = counter_up_down_3bit_gradually
export DESIGN_NICKNAME = counter_up_down_3bit_gradually
export VERILOG_FILES = /design/flow/design.v
export SDC_FILE = /design/flow/constraint.sdc
export NUM_CORES = 4
export LEC_CHECK = 1
export CORE_AREA = 10 10 70 70
export DIE_AREA = 0 0 80 80
--- flow/constraint.sdc ---
current_design counter_up_down_3bit_gradually

set clk_period 2.1
set clk_io_pct 0.2

create_clock -name clk0 -period $clk_period [get_ports {clk}]

set non_clock_inputs [all_inputs -no_clocks]
set_input_delay [expr $clk_period * $clk_io_pct] -clock clk0 $non_clock_inputs
set_output_delay [expr $clk_period * $clk_io_pct] -clock clk0 [all_outputs]
--- flow/design.v ---
module counter_up_down_3bit_gradually(clk,rst,count);
  input clk,rst;
  output reg [2:0] count;
  reg ctrl;
  always@(posedge clk)
    begin
      if(rst) begin
        count<=0;
        ctrl<=1;
      end
      else 
        if(ctrl)
          if(count==7) begin
            ctrl<=0;
            count<=count-1;
          end
          else
            count<=count+1;
        else
          if(count==0) begin
            ctrl<=1;
            count<=count+1;
          end
          else
            count<=count-1;
    end    
endmodule
--- flow/run.sh ---
#!/bin/bash
# OpenROAD 26Q1-2900-gdf79404cd8, Yosys 0.63+post, stock flow scripts
make -C /OpenROAD-flow-scripts/flow DESIGN_CONFIG=/design/flow/config.mk WORK_HOME=/design/flow/orfs finish
==> flow_summary.json <==
{
  "status": "complete, no violations",
  "synth.yosys.num_cells": 23,
  "synth.lib_cells_used.distinct": 11,
  "routed_via_density": 2.20,
  "insertedDiodeCount": 0,
  "placement_cell_area_um2": 324,
  "core-area_um2": 3420,
  "p_total_uw": 223,
  "final-max-slew-violation-count": 0,
  "timing.critical_path.buf_inv": 1,
  "multi_input_comb_area_um2": 135,
  "first_pass_iters": 1,
  "timing.max_slew.rel_slack": 0.848,
  "grt_first_pass_wirelength_um": 834,
  "fin_area_um2": 347,
  "top_fanout_value_on_the_critical_path": 4,
  "ctsHtreeMaxLevel": 1,
  "timing_worst_setup_path_type": "reg -> out",
  "syn-cell-area_um2": 226,
  "finalSetupTns_ns": 0,
  "share_seq_of_total_power": 0.391,
  "slowest_stage": "sky130_fd_sc_hd__clkdlybuf4s50_1",
  "postSynthCellCount": 23,
  "cts_root_buffer_type": "sky130_fd_sc_hd__clkbuf_4",
  "layout-area-overhead-vs-synth_pct": 53.0,
  "finalWorstSetupSlack_ns": 0.535,
  "port_buffers": 4,
  "ys_area_um2": 226,
  "worstPathRequired_ns": 1.68,
  "global_route.usage.total": 0.0169,
  "vertical_die_dimension_um": 80,
  "replace_congestion": 0.628,
  "power.share.combinational": 0.171,
  "grt_start_max_net_pins": 5,
  "total_leakage_power_nw": 0.149,
  "timing_worst_slew_pin_value_ns": 0.229,
  "final_layout_size_suffix_gt1_frac": 0.200,
  "cts_tree": "yes",
  "kind_of_cell_with_the_highest_combined_delay_on_the_critical_path": "buffers and inverters",
  "detail_route.wl_per_cell_um": 5.88,
  "setup-violations-final": 0,
  "hold_buf_cts": 0,
  "achievable-frequency_mhz": 639,
  "seq_area_um2": 80.1,
  "worst_path_largest_cell_delay_ns": 0.52,
  "power_report.internal_total_uw": 170,
  "die_area_um2": 6400,
  "synth.yosys.warnings": 1,
  "hold_viol_final": 0,
  "clkLatencyLatePin_ns": 0.24,
  "via_count": 167,
  "clk_pin_slew_ns": 0.04,
  "warning_count": 27,
  "dp_worst_setup_slack_ns": 0.691,
  "clock_skew_ns": 0.00162,
  "drv_cap": 0,
  "post-cts-setup-buffers": 0,
  "min_period_ns": 1.57,
  "switching_share": 0.241,
  "clock_power_share": 0.438,
  "crit_chain": "clkdlybuf4s50_1",
  "postSynthSeqShare": 0.354,
  "avgSynthCellArea_um2": 9.85,
  "std_cell_rows": 21,
  "design.portCount": 5,
  "number_of_global_route_vias_before_repair": 196,
  "remaining_drc_errors": 0,
  "critical_path_startpoint_category": "flip-flop",
  "dr.first_iter.drc_count": 0,
  "fillerInstances": 411,
  "finalClockPeriodUsage": 0.745,
  "sum_of_routed_wire_length_over_all_layers_um": 447,
  "setup_repair_after_global_routing_missed_its_margin": "no",
  "cts-root-to-sink-buffers": 2,
  "finalCoreUtilization": 0.101,
  "number_of_antenna_violating_nets_in_the_routed_design": 0,
  "tritoncts_num_sinks": 4,
  "crit_arrival_ns": 1.15,
  "initial_core_utilization": 0.0663,
  "antenna_found_initial": 0,
  "hold_path.class": "reg -> reg",
  "switchingPower_uw": 53.9,
  "count_of_state_elements_after_synthesis": 4,
  "pwr_density_cell_nw_per_um2": 645,
  "die-width_um": 80,
  "post_cts_resized": 0,
  "irDropWorstVdd_mv": 0.196,
  "grt.overflow.total": 0,
  "endpoint_type_of_the_worst_setup_path": "output pin",
  "numCtsBuffers": 3
}
[final timing paths]
| kind | startpoint | depth (start not counted) | slack (ns) | endpoint |
|---|---|---|---|---|
| worst max-delay path | count[2]$_SDFF_PP0_ | 1 | 0.53 | count[2] |
| worst min-delay path | count[0]$_SDFF_PP0_ | 1 | 0.47 | count[0]$_SDFF_PP0_ |
| worst max register to register | count[0]$_SDFF_PP0_ | 5 | 0.70 | count[1]$_SDFF_PP0_ |
| worst min register to register | count[0]$_SDFF_PP0_ | 1 | 0.47 | count[0]$_SDFF_PP0_ |
[flip-flops by register name (all words and copies together) (netlist names)]
| register | count |
|---|---|
| ctrl | 1 |
| count | 3 |
[routing by layer]
layer / share of wire / GRT usage / vias up
li1: - / - / 85
met1: 0.46 / 0.0180 / 71
met2: 0.34 / 0.0201 / 8
met3: 0.17 / 0.0205 / 3
met4: 0.025 / 0.00528 / 0
met5: 0 / 0 / -
[power by group through the flow]
stage / Clock (mW) / Sequential [mW] / Combinational [mW]
after CTS: 0.102 / 0.0875 / 0.0388
after global routing: 0.108 / 0.0888 / 0.0441
final: 0.0980 / 0.0873 / 0.0382
[kinds of logic (layout without fill, tap and decap cells)]
kind of cell	Yosys count	count (layout)	share of synthesized area
adders and majority gates	4	4	0.221
buffers and inverters	3	10	0.0497
muxes	2	2	0.110
DFF	4	4	0.354
and+or+nand+nor	8	8	0.188
xor gates and xnor gates	1	1	0.0387
AOI/OAI and AO/OA	1	1	0.0387
[per-stage QoR]
stage	hold WS, ns	instances
floorplan	0.415	23
global placement	0.443	73
detailed placement	0.471	73
CTS	0.484	76
global route	0.535	76
finish	0.474	76
[worst register-to-register path, delay by kind of cell (launching register included)]
family / cells / cell delay, ns
multiplexers: 1 / 0.32
AND-OR/OR-AND: 1 / 0.20
flip-flops: 1 / 0.37
AND/OR/NAND/NOR: 1 / 0.05
adder cells (fa/ha/maj): 2 / 0.35
[Yosys cell counts]
cell type | n | area (µm²)
sky130_fd_sc_hd__nor2b_1 | 1 | 6.26
sky130_fd_sc_hd__dfxtp_1 | 4 | 80.1
sky130_fd_sc_hd__nor2b_4 | 1 | 13.8
sky130_fd_sc_hd__xor2_1 | 1 | 8.76
sky130_fd_sc_hd__ha_1 | 4 | 50.1
sky130_fd_sc_hd__inv_1 | 3 | 11.3
sky130_fd_sc_hd__mux2i_1 | 1 | 10.0
sky130_fd_sc_hd__mux2_4 | 1 | 15.0
sky130_fd_sc_hd__nand2_1 | 3 | 11.3
sky130_fd_sc_hd__a21oi_2 | 1 | 8.76
sky130_fd_sc_hd__nor2_1 | 3 | 11.3
[area by class of cell]
| type | instances | area share |
|---|---|---|
| Multi-Input combinational cell | 16 | 0.390 |
| Sequential cell | 4 | 0.231 |
| Tap cell | 46 | 0.166 |
| Timing Repair Buffer | 4 | 0.116 |
| Clock buffer | 3 | 0.0650 |
| Inverter | 3 | 0.0325 |
[layout by cell type (no fill, tap or decap)]
cell and n:
sky130_fd_sc_hd__nand2_1 3, sky130_fd_sc_hd__nor2b_1 1, sky130_fd_sc_hd__ha_1 4, sky130_fd_sc_hd__clkbuf_4 3, sky130_fd_sc_hd__a21oi_2 1, sky130_fd_sc_hd__xor2_1 1, sky130_fd_sc_hd__nor2b_4 1, sky130_fd_sc_hd__nor2_1 3
sky130_fd_sc_hd__mux2_4 1, sky130_fd_sc_hd__dfxtp_1 4, sky130_fd_sc_hd__mux2i_1 1, sky130_fd_sc_hd__clkdlybuf4s50_1 4, sky130_fd_sc_hd__inv_1 3
